$ cat design/flow/config.mk
export PLATFORM = sky130hd
export DESIGN_NAME = part1
export DESIGN_NICKNAME = part1
export VERILOG_FILES = /design/flow/design.v
export SDC_FILE = /design/flow/constraint.sdc
export NUM_CORES = 4
export LEC_CHECK = 1
export CORE_AREA = 10 10 70 70
export DIE_AREA = 0 0 80 80
$ cat design/flow/constraint.sdc
current_design part1

set clk_period 1.8
set clk_io_pct 0.2

create_clock -name clk0 -period $clk_period [get_ports {KEY}]

set non_clock_inputs [all_inputs -no_clocks]
set_input_delay [expr $clk_period * $clk_io_pct] -clock clk0 $non_clock_inputs
set_output_delay [expr $clk_period * $clk_io_pct] -clock clk0 [all_outputs]
$ cat design/flow/design.v
module part1(SW, KEY, LEDR);
    input [9:0] SW;
    input [3:0] KEY;
    output [9:0] LEDR;
    wire w, clock, resetn, out_light;
    reg [3:0] y_Q, Y_D;  
    localparam A = 4'b0000, B = 4'b0001, C = 4'b0010, D = 4'b0011, E = 4'b0100, F = 4'b0101, G = 4'b0110;
    assign w = SW[1];
    assign clock = ~KEY[0];
    assign resetn = SW[0];
    always@(*)
    begin: state_table
        case (y_Q)
            A: begin
                   if (!w) Y_D = A;
                   else Y_D = B;
               end
            B: begin
                   if(!w) Y_D = A;
                   else Y_D = C;
               end
            C: begin
						if(!w) Y_D = E;
						else Y_D = D;
					end
            D: begin
						if(!w) Y_D = E;
						else Y_D = F;
					end
            E: begin
						if(!w) Y_D = A;
						else Y_D = G;
					end
            F: begin
						if(!w) Y_D = E;
						else Y_D = F;
					end
            G: begin
						if(!w) Y_D = A;
						else Y_D = C;
					end
            default: Y_D = A;
        endcase
    end  
    always @(posedge clock)
    begin: state_FFs
        if(resetn == 1'b0)
            y_Q <=  A;  
        else
            y_Q <= Y_D;
    end  
    assign out_light =  ((y_Q == F) | (y_Q == G));
    assign LEDR[9] = out_light;
    assign LEDR[3:0] = y_Q;
endmodule
$ cat design/flow/run.sh
#!/bin/bash
# OpenROAD 26Q1-2900-gdf79404cd8, Yosys 0.63+post, stock flow scripts
make -C /OpenROAD-flow-scripts/flow DESIGN_CONFIG=/design/flow/config.mk WORK_HOME=/design/flow/orfs finish
==> metrics.csv <==
stage,metric,value,unit
logic_synthesis,yosys_register_bits,3,
global_routing,grt_max_degree,5,
run,maxCapViolations,0,
logic_synthesis,ys_chip_area,210,um^2
routing,dr.pass1.iters,2,
place,placement.io_buffers,6,
floorplanning,die_area,6400,um^2
pwr,p_leak,0.191,nW
sta,setup_tns,-1.06,ns
critical_path,worstPathRequired,1.44,ns
critical_path,worst-path-stages,4,
critical_path,crit_chain,buf_6 > nand2b_4 > a21boi_1 > buf_2,
critical_path,path_buffers,2,
sta,fin_ws,-0.476,ns
run_status,violations,negative setup slack,
logic_synthesis,synth.avg_cell_area,8.08,um^2
critical_path,r2r-start,y_Q[0]$_SDFF_NN0_,
routing,vias,202,
routing,drt_iter0_drc,8,
logic_synthesis,edf_count,0,
finish,largestRegisters,y_Q x3,
critical_path,r2r_cells,6,
run,warnings,63,
finish,syn2layout_area_growth,91.7,%
logic_synthesis,synthCells,26,
critical_path,crit_fanout,4,
sta,skew,0.00148,ns
global_routing,grt_pass1_vias,240,
sta,holdWs,0.651,ns
finish,drive_gt1_share,47.7,%
critical_path,crit_slowest_cell,dfxtp_4,
routing,drtAntennaViolNets,0,
critical_path,critical_path_class,flop to output pin,
place,dpl.hpwl,463,um
clock_network,insertion_delay,0.27,ns
routing,antenna_cells,0,
routing,finalWirelength,606,um
clock_network,htreeDepth,1,
critical_path,setup.worst_path.end,LEDR[9],
floorplanning,core_area,3420,um^2
floorplanning,fp_util,6.15,%
critical_path,cp.arrival,1.92,ns
critical_path,max_stage_delay,0.35,ns
logic_synthesis,netlist_top_cells_count,"buf_4, nor2_1, dfxtp_1",
floorplanning,ios,24,
logic_synthesis,ff_type,dfxtp_1,
logic_synthesis,synth-seq-area-share,28.6,%
critical_path,cp_top_family,flip-flops,
place,dpl-instance-area,332,um^2
clock_network,root_buffer,clkbuf_4,
logic_synthesis,largest_area_cell,dfxtp_1,
floorplanning,fp.dieH,80,um
global_routing,grt_overflow,0,
global_routing,track_usage,1.90,%
global_routing,grt_pass1_wl,903,um
run_status,status,"complete, but fails checks",
logic_synthesis,ys_top_cells_by_area,"dfxtp_1, buf_4, nor2_1",
sta,setup_violations,4,
finish,largest_register,y_Q,
logic_synthesis,netlist-cell-type-count,15,
pwr,powerDensity,601,nW/um^2
floorplanning,placementRows,21,
sta,grt_setup_unrepaired,true,
routing,remaining_drc_errors,0,
place,place_ws,-0.546,ns
critical_path,ff2ff_setup_slack,0.78,ns
critical_path,critPathLaunchType,flop,
logic_synthesis,syn_area,210,um^2
sta,finalHoldViolations,0,
logic_synthesis,ys_warn_count,6,
finish,largest_register_ffs,3,
min_path,hold_start,y_Q[0]$_SDFF_NN0_,
clock_network,cts_buffers,3,
global_routing,antenna_found_initial,0,
pwr,ir_worst_vdd,0.172,mV
clock_network,cts_tree,done,
clock_network,cts.sinks,3,
floorplanning,fp.dieW,80,um
sta,slew_violations,0,
clock_network,clkTransAtPathRegs,0.03,ns
logic_synthesis,synthArstFlopShare,0,%
clock_network,clockBufferDepth,2,
critical_path,r2r_end,y_Q[0]$_SDFF_NN0_,
finish,fin_area,403,um^2
routing,wl_per_cell,6.73,um
clock_network,cts_hold_buf,0,
min_path,hp-class,flop to flop,
routing,viasPerCell,2.24,
logic_synthesis,ys_cells,26,
place,place_congestion,0.646,
critical_path,end_kind,output pin,
logic_synthesis,synth.most_common_cell,buf_4,
logic_synthesis,synth_top_area_share,28.6,%
critical_path,startpoint,y_Q[0]$_SDFF_NN0_,
==> how the worst min path moves through the flow <==
stage | end | slack, ns | cells after the start
after CTS | y_Q[1]$_SDFF_NN0_ | 0.65 | 3
after global routing | y_Q[1]$_SDFF_NN0_ | 0.69 | 3
final | y_Q[1]$_SDFF_NN0_ | 0.65 | 3
==> repair_timing <==
action | CTS | global route
pin swaps | 1 | 1
endpoints found under the setup margin | 5 | 4
gates resized | 17 | 4
setup buffers | 3 | 1
==> stage by stage <==
stage / cells / total power, mW / utilization [%]
after detailed placement: 80 / 0.126 / 9.71
final: 90 / 0.242 / 11.8
after floorplan: 31 / 0.113 / -
after global routing: 90 / 0.290 / 11.8
after global placement: 80 / 0.125 / 9.71
after CTS: 89 / 0.266 / 11.7
==> report_power, final <==
group	total, mW	switching [mW]	internal (mW)
logic	0.0451	0.0158	0.0293
registers	0.0738	0.00328	0.0706
clock network	0.123	0.0372	0.0858
total	0.242	0.0563	0.186
==> cells by family after synthesis <==
group | count (synthesis) | share of synthesized area, %
xor+xnor | 2 | 8.33
other cells | 1 | 1.78
flops | 3 | 28.6
simple gates | 9 | 25.0
compound gates | 3 | 9.52
buf+inv | 8 | 26.8
==> worst min-delay path, delay by kind of cell, from the launching register on <==
kind          cells  cell delay, ns
flops             1            0.35
buf+inv           1            0.13
xor+xnor          1            0.07
simple gates      1            0.07
==> final cells by class <==
type                    instances  area (um^2)
clock buffers                   3         22.5
clock inverters                 4         15.0
fillers                       400         3010
multi-input cells              20          125
flip-flops and latches          3         66.3
well taps                      46         57.6
repair buffers                 14          116
==> per-layer routing <==
| metal | vias to the layer above | track usage, % | routed length [um] |
|---|---|---|---|
| met5 | - | 0 | 0 |
| met4 | 0 | 0.704 | 0 |
| met3 | 0 | 2.61 | 99 |
| met2 | 11 | 2.41 | 254 |
| met1 | 88 | 1.66 | 252 |
| li1 | 103 | - | - |
==> cells in the final DEF (no fill, tap or decap), drive strengths merged <==
cell type / instances
clkbuf: 5
xor2: 1
clkdlybuf4s50: 1
nand2b: 2
nand2: 1
xnor2: 1
nor3b: 1
nor2b: 1
buf: 10
o21ai: 1
o21a: 1
nor2: 4
dfxtp: 3
dlygate4sd2: 1
inv: 4
conb: 6
a21boi: 1
Power figures rest on the tool's default switching activity, not on a simulated workload.
