[design/flow/run.sh]
#!/bin/bash
# OpenROAD 26Q1-2900-gdf79404cd8, Yosys 0.63+post, stock flow scripts
make -C /OpenROAD-flow-scripts/flow DESIGN_CONFIG=/design/flow/config.mk WORK_HOME=/design/flow/orfs finish
[design/flow/config.mk]
export PLATFORM = sky130hd
export DESIGN_NAME = part2
export DESIGN_NICKNAME = part2
export VERILOG_FILES = /design/flow/design.v
export SDC_FILE = /design/flow/constraint.sdc
export NUM_CORES = 4
export LEC_CHECK = 1
export CORE_UTILIZATION = 30
[design/flow/constraint.sdc]
current_design part2

set clk_period 8.2
set clk_io_pct 0.2

create_clock -name clk0 -period $clk_period [get_ports {CLOCK_50}]

set non_clock_inputs [all_inputs -no_clocks]
set_input_delay [expr $clk_period * $clk_io_pct] -clock clk0 $non_clock_inputs
set_output_delay [expr $clk_period * $clk_io_pct] -clock clk0 [all_outputs]
[design/flow/design.v]
module part2(SW, KEY, CLOCK_50, LEDR, HEX0, HEX1);
    input [9:0] SW;
    input [3:0] KEY;
    input CLOCK_50;
    output [9:0] LEDR;
    output [6:0] HEX0, HEX1;
    wire resetn;
    wire go;
    wire [7:0] data_result;
    assign go = ~KEY[1];
    assign resetn = KEY[0];
    wrapper u0(
        .clk(CLOCK_50),
        .resetn(resetn),
        .go(go),
        .data_in(SW[7:0]),
        .data_result(data_result)
    );
    assign LEDR[7:0] = data_result;
    hex_decoder H0(
        .hex_digit(data_result[3:0]), 
        .segments(HEX0)
        );
    hex_decoder H1(
        .hex_digit(data_result[7:4]), 
        .segments(HEX1)
        );
endmodule
module wrapper(
    input clk,
    input resetn,
    input go,
    input [7:0] data_in,
    output [7:0] data_result
    );
    wire ld_a, ld_b, ld_c, ld_x, ld_r;
    wire ld_alu_out;
    wire [1:0]  alu_select_a, alu_select_b;
    wire alu_op;
    control C0(
        .clk(clk),
        .resetn(resetn),
        .go(go),
        .ld_alu_out(ld_alu_out), 
        .ld_x(ld_x),
        .ld_a(ld_a),
        .ld_b(ld_b),
        .ld_c(ld_c), 
        .ld_r(ld_r), 
        .alu_select_a(alu_select_a),
        .alu_select_b(alu_select_b),
        .alu_op(alu_op)
    );
    datapath D0(
        .clk(clk),
        .resetn(resetn),
        .ld_alu_out(ld_alu_out), 
        .ld_x(ld_x),
        .ld_a(ld_a),
        .ld_b(ld_b),
        .ld_c(ld_c), 
        .ld_r(ld_r), 
        .alu_select_a(alu_select_a),
        .alu_select_b(alu_select_b),
        .alu_op(alu_op),
        .data_in(data_in),
        .data_result(data_result)
    );
 endmodule        
module control(
    input clk,
    input resetn,
    input go,
    output reg  ld_a, ld_b, ld_c, ld_x, ld_r,
    output reg  ld_alu_out,
    output reg [1:0]  alu_select_a, alu_select_b,
    output reg alu_op
    );
    reg [5:0] current_state, next_state; 
    localparam  S_LOAD_A        = 5'd0,
                S_LOAD_A_WAIT   = 5'd1,
                S_LOAD_B        = 5'd2,
                S_LOAD_B_WAIT   = 5'd3,
                S_LOAD_C        = 5'd4,
                S_LOAD_C_WAIT   = 5'd5,
                S_LOAD_X        = 5'd6,
                S_LOAD_X_WAIT   = 5'd7,
                S_CYCLE_0       = 5'd8,
                S_CYCLE_1       = 5'd9,
                S_CYCLE_2       = 5'd10,
					 S_CYCLE_3       = 5'd11,
					 S_CYCLE_4       = 5'd12;
    always@(*)
    begin: state_table 
            case (current_state)
                S_LOAD_A: next_state = go ? S_LOAD_A_WAIT : S_LOAD_A;  
                S_LOAD_A_WAIT: next_state = go ? S_LOAD_A_WAIT : S_LOAD_B;  
                S_LOAD_B: next_state = go ? S_LOAD_B_WAIT : S_LOAD_B;  
                S_LOAD_B_WAIT: next_state = go ? S_LOAD_B_WAIT : S_LOAD_C;  
                S_LOAD_C: next_state = go ? S_LOAD_C_WAIT : S_LOAD_C;  
                S_LOAD_C_WAIT: next_state = go ? S_LOAD_C_WAIT : S_LOAD_X;  
                S_LOAD_X: next_state = go ? S_LOAD_X_WAIT : S_LOAD_X;  
                S_LOAD_X_WAIT: next_state = go ? S_LOAD_X_WAIT : S_CYCLE_0;  
                S_CYCLE_0: next_state = S_CYCLE_1;
					 S_CYCLE_1: next_state = S_CYCLE_2;
					 S_CYCLE_2: next_state = S_CYCLE_3;
					 S_CYCLE_3: next_state = S_CYCLE_4;
                S_CYCLE_4: next_state = S_LOAD_A;  
            default:     next_state = S_LOAD_A;
        endcase
    end  
    always @(*)
    begin: enable_signals
        ld_alu_out = 1'b0;
        ld_a = 1'b0;
        ld_b = 1'b0;
        ld_c = 1'b0;
        ld_x = 1'b0;
        ld_r = 1'b0;
        alu_select_a = 2'b0;
        alu_select_b = 2'b0;
        alu_op       = 1'b0;
        case (current_state)
            S_LOAD_A: begin
                ld_a = 1'b1;
                end
            S_LOAD_B: begin
                ld_b = 1'b1;
                end
            S_LOAD_C: begin
                ld_c = 1'b1;
                end
            S_LOAD_X: begin
                ld_x = 1'b1;
                end
            S_CYCLE_0: begin  
                ld_alu_out = 1'b1; ld_b = 1'b1;  
                alu_select_a = 2'b01;  
                alu_select_b = 2'b11;  
                alu_op = 1'b1;  
            end
				S_CYCLE_1: begin  
                ld_alu_out = 1'b1; ld_a = 1'b1;  
                alu_select_a = 2'b00;  
                alu_select_b = 2'b11;  
                alu_op = 1'b1;  
            end
				S_CYCLE_2: begin  
                ld_alu_out = 1'b1; ld_a = 1'b1;  
                alu_select_a = 2'b00;  
                alu_select_b = 2'b11;  
                alu_op = 1'b1;  
            end
				S_CYCLE_3: begin  
                ld_alu_out = 1'b1; ld_a = 1'b1;  
                alu_select_a = 2'b00;  
                alu_select_b = 2'b01;  
                alu_op = 1'b0;  
            end
            S_CYCLE_4: begin
                ld_r = 1'b1;  
                alu_select_a = 2'b00;  
                alu_select_b = 2'b10;  
                alu_op = 1'b0;  
            end
        endcase
    end  
    always@(posedge clk)
    begin: state_FFs
        if(!resetn)
            current_state <= S_LOAD_A;
        else
            current_state <= next_state;
    end  
endmodule
module datapath(
    input clk,
    input resetn,
    input [7:0] data_in,
    input ld_alu_out, 
    input ld_x, ld_a, ld_b, ld_c,
    input ld_r,
    input alu_op, 
    input [1:0] alu_select_a, alu_select_b,
    output reg [7:0] data_result
    );
    reg [7:0] a, b, c, x;
    reg [7:0] alu_out;
    reg [7:0] alu_a, alu_b;
    always@(posedge clk) begin
        if(!resetn) begin
            a <= 8'b0; 
            b <= 8'b0; 
            c <= 8'b0; 
            x <= 8'b0; 
        end
        else begin
            if(ld_a)
                a <= ld_alu_out ? alu_out : data_in;  
            if(ld_b)
                b <= ld_alu_out ? alu_out : data_in;  
            if(ld_x)
                x <= data_in;
            if(ld_c)
                c <= data_in;
        end
    end
    always@(posedge clk) begin
        if(!resetn) begin
            data_result <= 8'b0; 
        end
        else 
            if(ld_r)
                data_result <= alu_out;
    end
    always @(*)
    begin
        case (alu_select_a)
            2'd0:
                alu_a = a;
            2'd1:
                alu_a = b;
            2'd2:
                alu_a = c;
            2'd3:
                alu_a = x;
            default: alu_a = 8'b0;
        endcase
        case (alu_select_b)
            2'd0:
                alu_b = a;
            2'd1:
                alu_b = b;
            2'd2:
                alu_b = c;
            2'd3:
                alu_b = x;
            default: alu_b = 8'b0;
        endcase
    end
    always @(*)
    begin : ALU
        case (alu_op)
            0: begin
                   alu_out = alu_a + alu_b;  
               end
            1: begin
                   alu_out = alu_a * alu_b;  
               end
            default: alu_out = 8'b0;
        endcase
    end
endmodule
module hex_decoder(hex_digit, segments);
    input [3:0] hex_digit;
    output reg [6:0] segments;
    always @(*)
        case (hex_digit)
            4'h0: segments = 7'b100_0000;
            4'h1: segments = 7'b111_1001;
            4'h2: segments = 7'b010_0100;
            4'h3: segments = 7'b011_0000;
            4'h4: segments = 7'b001_1001;
            4'h5: segments = 7'b001_0010;
            4'h6: segments = 7'b000_0010;
            4'h7: segments = 7'b111_1000;
            4'h8: segments = 7'b000_0000;
            4'h9: segments = 7'b001_1000;
            4'hA: segments = 7'b000_1000;
            4'hB: segments = 7'b000_0011;
            4'hC: segments = 7'b100_0110;
            4'hD: segments = 7'b010_0001;
            4'hE: segments = 7'b000_0110;
            4'hF: segments = 7'b000_1110;   
            default: segments = 7'h7f;
        endcase
endmodule
==> results.yml <==
# generated from flow reports
yosys:
  edf_count: 0
  syn-instance-count: 476
  yosysUniqueCellTypes: 59
  ys_seq_share: 0.3134
  ys_cells: 476
  area_leaders: "dfxtp_1 31%, ha_1 9.6%, mux2i_1 9.4%"
  yosys_warnings: 5
  async_flop_share: 0
  synth_top_flop_cell: "dfxtp_1"
  yosys-stat-area_sq_um: 4280
  synth_area_sq_um: 4280
  top_area_cell: "dfxtp_1"
  avgSynthCellArea_sq_um: 8.992
  yosys_register_bits: 67
  top_area_frac: 0.3134
floorplan:
  core_region_area_sq_um: 13880
  io_pins: 39
  row_count: 43
  chip_area_sq_um: 14750
  die_h_microns: 121.5
  fp_util: 0.3084
  fp.dieW_microns: 121.5
routing:
  wl_per_cell_microns: 13.31
  dr_total_vias: 3214
  first_pass_iters: 4
  drt_iter0_drc: 180
  diodes: 0
  drc: 0
  final_antenna_net_count: 0
  routed_wl_microns: 9141
  vias_per_cell: 4.678
layout:
  mostFrequentLayoutCells: "67 x dfxtp_1, 65 x nor2_1, 56 x inv_1"
  drive_above_1_share: 0.07101
  post-route-util: 0.3634
  instances_no_fill: 687
  area_growth_pct: 17.83
  nFillCells: 1370
  lay_top_count: "dfxtp_1"
critical_path:
  worstPathMaxFanout: 15
  crit_chain: "mux4_1 > ha_1 > inv_1 > fa_1 > inv_1 > ha_1 > fa_1 > inv_1 > fa_1 > inv_1 > ha_1 > a21oi_1 > xnor3_1 > xnor3_1 > nand2_2 > a31o_4 > or3_1 > o221a_1"
  crit_required_ps: 8420
  crit_path_max_incr_delay_ps: 770
  crit_path_start: "u0.D0.alu_select_b[0]$_SDFF_PN0_"
  reg2reg_from: "u0.D0.alu_select_b[0]$_SDFF_PN0_"
  crit_arrival_ps: 6130
  path_common_cell: "inv_1"
  start_kind: "flip-flop"
  r2r_cells: 18
  cpMaxStageDelayCell: "dfxtp_1"
  cp-end-kind: "flip-flop"
  worst-setup-path-type: "reg2reg"
power:
  cellPowerDensity_nw_per_um2: 167.7
  leakage_nw: 2.138
  peakVddDrop_mv: 0.08276
clocking:
  cts_made_buffers: 9
  cts_sinks: 67
  path_clk_slew_ps: 60
  htree_levels: 3
  max-clock-path-buffers: 2
  ctsResizeCount: 0
  ctsHoldBuffers: 0
  worstSkewPairLatency_ps: 330
  cts_tree: "built"
  cts-root-buf: "clkbuf_16"
  cts_setup_buffers: 0
timing:
  rsz0062_at_grt: "no"
  fin_crit_sh: 0.7211
  period_minus_slack_ps: 5913
  fin_tns_setup_ps: 0
  fmax_ghz: 0.1691
  drv_slew: 0
  worst_slew_pin_slew_ps: 696.9
  timing.final.ws_setup_ps: 2287
  relSlewSlack: 0.5221
  hold_viol: 0
  hold-worst-slack_ps: 489.9
  finalSetupViolCount: 0
  fin_skew_ps: 7.032
min_path:
  hold-path-cell-count: 2
  worstHoldStart: "u0.D0.c[5]$_SDFFE_PN0P_"
  hold_path.class: "reg2reg"
run:
  warnings: 37
  max_cap_violations: 0
placement:
  place_ws_ps: 2227
  hpwl_microns: 7076
  gp_congestion: 0.8921
  port-buffer-count: 32
  dpl.cell_count: 671
global_routing:
  overflow: 0
  grt_pass1_wl_microns: 15380
  antenna_found_initial: 0
  grt_max_degree: 35
  grt_pass1_vias: 3113
  gr-usage-all-layers: 0.1364
status:
  outcome: "finished clean"
## path summary, 6_finish.rpt
check | slack, ps | end
worst max-delay path | 2290 | HEX1[0]$_DFF_P_
worst min register to register | 490 | u0.D0.c[5]$_SDFFE_PN0P_
worst min-delay path | 490 | u0.D0.c[5]$_SDFFE_PN0P_
worst max register to register | 2290 | HEX1[0]$_DFF_P_
## through the flow
stage / area (sq um) / power [mW]
floorplan: 4284 / 0.4179
global placement: 4726 / 0.4484
detailed placement: 4726 / 0.4494
CTS: 5044 / 0.8548
global route: 5044 / 0.8838
finish: 5044 / 0.8456
## critical path, delay by kind of cell (launching register included)
kind / cells / cell delay, ps
compound gates: 3 / 610
xor+xnor: 2 / 670
fa+ha+maj: 6 / 2260
buf+inv: 4 / 290
flops: 1 / 770
mux: 1 / 760
simple gates: 2 / 440
## registers in the layout (all words and copies together) (netlist names), 2 cells and up
signal / cells
u0.D0.a: 8
u0.D0.b: 8
u0.D0.c: 8
u0.D0.data_result: 8
u0.D0.x: 8
HEX0: 7
HEX1: 7
u0.C0.current_state: 4
u0.D0.alu_select_b: 2
## cell families (layout without fill, tap and decap cells)
logic type | Yosys count | after routing | synth area share
xor gates and xnor gates | 20 | 20 | 0.04735
adders and majority gates | 46 | 46 | 0.1573
DFF | 67 | 67 | 0.3134
other | 1 | 2 | 0.0008761
buffers and inverters | 78 | 108 | 0.07863
AOI/OAI and AO/OA | 74 | 74 | 0.1146
muxes | 52 | 52 | 0.1470
and+or+nand+nor | 138 | 138 | 0.1409
## metal layers
layer  up-vias  track usage  routed length (microns)
li1       1644            -                        -
met1      1501       0.1994                     4369
met2        52       0.2116                     4153
met3        17      0.02735                      440
met4         0      0.02932                      177
met5         -            0                        0
## cell usage after synthesis, types with 5 or more instances
cell type / count
xnor2_1: 16
o22ai_1: 5
nand3_1: 5
dfxtp_1: 67
nor2_1: 65
a21oi_1: 25
nor2b_1: 8
clkbuf_1: 9
mux2i_1: 40
ha_1: 33
o21ai_0: 14
fa_1: 13
nand2_1: 39
nand2b_1: 5
inv_1: 56
## area by class of cell
class / instances / area, sq um / share of cell area
well taps: 180 / 225.2 / 0.04465
flip-flops and latches: 67 / 1341 / 0.2659
repair buffers: 34 / 335.3 / 0.06648
inverters: 58 / 217.7 / 0.04317
clock inverters: 7 / 92.59 / 0.01836
clock buffers: 9 / 225.2 / 0.04465
multi-input cells: 332 / 2606 / 0.5167
## power by group
group / internal (mW) / total (mW) / switching [mW]
sequential: 0.332 / 0.339 / 0.00709
combinational: 0.0435 / 0.102 / 0.0585
clock: 0.265 / 0.405 / 0.139
total: 0.641 / 0.846 / 0.205
Power figures rest on the tool's default switching activity, not on a simulated workload.
